==> flow/design.v <==
`timescale 1ns / 1ps
module d_ff(
    input d, clk,
    output reg q
    );
    initial q = 0;
    always @ (posedge clk)
        q <= d;
endmodule
`timescale 1ns / 1ps
module gray_bin_5bit_fsm(
    input clk, in,
    output reg out
    );
    parameter s0=0, s1=1, s2=2, s3=3, s4=4, s5=5, s6=6, s7=7, s8=8;
    reg [4:0] state;
    always @ (posedge clk) begin
        case(state)
            s0: state <= in ? s2 : s1;
            s1: state <= in ? s4 : s3;
            s2: state <= in ? s3 : s4;
            s3: state <= in ? s6 : s5;
            s4: state <= in ? s5 : s6;
            s5: state <= in ? s8 : s7; 
            s6: state <= in ? s7 : s8;
            s7: state <= s0;
            s8: state <= s0;
            default: state <= s0;
        endcase
        case(state)
            s0: out <= in ? 1 : 0;
            s1: out <= in ? 1 : 0;
            s2: out <= in ? 0 : 1;
            s3: out <= in ? 1 : 0;
            s4: out <= in ? 0 : 1;
            s5: out <= in ? 1 : 0;
            s6: out <= in ? 0 : 1;
            s7: out <= in ? 1 : 0;
            s8: out <= in ? 0 : 1;
            default: out <= 0;         
        endcase  
    end
endmodule
`timescale 1ns / 1ps
module main(
    input clk, shift,
    input [4:0] inp,
    output [4:0] out
    );
    wire [1:0] temp;
    piso_5bit piso1(inp, clk, shift, temp[0]);
    gray_bin_5bit_fsm fsm1(clk, temp[0], temp[1]);
    sipo_5bit sipo1(temp[1], clk, out); 
endmodule
`timescale 1ns / 1ps
module piso_5bit(
    input [4:0] in,
    input clk, shift,
    output reg out
    );
    wire q1,q2,q3,q4;
    wire w1,w2,w3,w4,w5,w6,w7,w8,w9,w10,w11,w12;
    d_ff R0(in[0],clk,q1);
    and a1(w1,shift,q1);
    and a2(w2,~shift,in[1]);
    or o1(w3,w1,w2);
    d_ff R1(w3,clk,q2);
    and a3(w4,shift,q2);
    and a4(w5,~shift,in[2]);
    or o2(w6,w4,w5);
    d_ff R2(w6,clk,q3);
    and a5(w7,shift,q3);
    and a6(w8,~shift,in[3]);
    or o3(w9,w7,w8);
    d_ff R3(w9,clk,q4);
    and a7(w10,shift,q4);
    and a8(w11,~shift,in[4]);
    or o4(w12,w10,w11);
    d_ff R4(w12,clk,out);
endmodule
`timescale 1ns / 1ps
module sipo_5bit(
    input in, clk,
    output reg [4:0] out
    );
    d_ff u1(in,clk,out[4]);
    d_ff u2(out[4],clk,out[3]);
    d_ff u3(out[3],clk,out[2]);
    d_ff u4(out[2],clk,out[1]);
    d_ff u5(out[1],clk,out[0]);
endmodule
==> flow/run.sh <==
#!/bin/bash
# OpenROAD 26Q1-2900-gdf79404cd8, Yosys 0.63+post, stock flow scripts
make -C /OpenROAD-flow-scripts/flow DESIGN_CONFIG=/design/flow/config.mk WORK_HOME=/design/flow/orfs finish
==> flow/config.mk <==
export PLATFORM = sky130hd
export DESIGN_NAME = main
export DESIGN_NICKNAME = main
export VERILOG_FILES = /design/flow/design.v
export SDC_FILE = /design/flow/constraint.sdc
export NUM_CORES = 4
export LEC_CHECK = 1
export CORE_AREA = 10 10 70 70
export DIE_AREA = 0 0 80 80
==> flow/constraint.sdc <==
current_design main

set clk_period 1.7
set clk_io_pct 0.2

create_clock -name clk0 -period $clk_period [get_ports {clk}]

set non_clock_inputs [all_inputs -no_clocks]
set_input_delay [expr $clk_period * $clk_io_pct] -clock clk0 $non_clock_inputs
set_output_delay [expr $clk_period * $clk_io_pct] -clock clk0 [all_outputs]
==> run notes <==
run results: DR WL/cell=roughly 8.3 um, worst r2r src=piso1.R4.q, I/O Pins=12, Syn Std Cell Area=544 sq um, Crit Reg-Reg Endpoint=fsm1.state[0], die extent in x=around 80 um, cts hold-fix bufs=0, fraction of registers with async set/reset=0, GP Congestion=approximately 0.7, sequential share of the synthesized area=0.552, total grt overflow=0, root buf cell=clkbuf_4, R2R cell count=3, synth unique cells=20, Hold Path Class=flip-flop to flip-flop, Worst VDD drop=around 320 uV, final non-filler cell total=slightly above 100, postcts setup bufs=0, Hold Vio Cnt, Final=0, CP Buf/Inv Count=1, Top cells by area=dfxtp_1, mux2_2, buf_4, mux2i_1, a2111oi_2, maximum clock frequency=around 710 MHz, hold depth=0, FP Util=0.159, Slew Limit Headroom=0.797, worst-path cell chain=clkdlybuf4s50_1, cycle use final=0.829, CP peak stage delay=~0.47 ns, Post-CTS Resized=0, Hold Slack=~0.33 ns, DP Cell Count=between 90 and 100, first-pass GRT wire length=approximately 1300 um, CTS tree=built, clk latency late pin=~0.27 ns, initial antenna violation count=0, Core Footprint=about 3400 sq um, largest net degree at the start of global routing=10, CP max FO=2, Hold Path Sink=sipo1.u1.q, setup ws final=roughly 0.29 ns, CP max stage cell=clkdlybuf4s50_1, hpwl dp=approximately 650 um, static leakage=between 0.2 and 0.3 nW, area delta synth->final=26.9%, Syn. warnings=2, RSZ-0062 raised after global routing=false, CP Capture Type=output port, dpl ws=0.325 ns, WL final=~840 um, Synth flops=15, worst slew pin tran=0.304 ns, via-per-instance ratio=3.34, reg-to-reg slack, setup=0.59 ns, fraction of layout cells with a size suffix above 1=0.218, Worst Clk Skew=~0.0037 ns, all-layer global routing usage=0.0257, Routed Antenna Nets=0, CTS Buf Count=3, area share, top type=0.552, Worst Setup Path Type=flip-flop to output port, Power Density=1670 nW/um^2, Mapped Cells=approximately 47, Post-synth top cells=dfxtp_1, buf_4, mux2_2, mux2i_1, CP required=between 1 and 1.5 ns, Yosys top cell by area=dfxtp_1, Worst Setup Start Kind=flip-flop, Starting DRT DRC Count=10, hold_sp=fsm1.out, vias in the first global route=between 200 and 300, number of antenna repair diodes=0, Clock Tree Buf Depth=2, chip area in the Yosys report=roughly 540 sq um, top-count cell post-synth=dfxtp_1, count of final setup violators=0, DRC viols=0, setup TNS=0 ns, Worst-path clk slew=approximately 0.080 ns, Die Height=roughly 80 um, TritonCTS Sinks=15, Yosys Instances=between 40 and 50, total power=around 1.2 mW, delay-heaviest family, CP=buffers and inverters, status=finished clean, Max Slew Vio Count=0, syn avg cell area=11.6 sq um, # rows=21, Period minus WS final=~1.4 ns, Via Count=roughly 340, max cap viols=0, count of library flops with an enable pin=0, TritonRoute pass-1 iters=2, main flop type after synthesis=dfxtp_1, warning total across the stage logs=25, CTS H-tree lvls=1, die area=about 6400 sq um, critical path arrival=1.07 ns, port bufs=11
==> per-stage QoR <==
step / cell area [sq um] / util
final: 691 / 0.202
after global routing: 691 / 0.202
after CTS: 691 / 0.202
after detailed placement: 664 / 0.195
after global placement: 664 / 0.195
after floorplan: 544 / -
==> per-layer routing <==
metal,track usage,vias to the layer above,part of all wire
li1,-,174,-
met4,0.00880,0,0.037
met5,0,-,0
met3,0.0205,5,0.16
met1,0.0327,145,0.46
met2,0.0313,13,0.34
==> state kept, by name, summed over array words and instances, names as in the netlist <==
signal,count
fsm1.state,4
fsm1.out,1
piso1.R0.q,1
piso1.R1.q,1
piso1.R2.q,1
piso1.R3.q,1
piso1.R4.q,1
sipo1.u1.q,1
sipo1.u2.q,1
sipo1.u3.q,1
sipo1.u4.q,1
sipo1.u5.q,1
==> kinds of logic (layout without fill, tap and decap cells) <==
family | after synthesis | count (layout) | synth area share
multiplexers | 7 | 7 | 0.138
buffers and inverters | 7 | 15 | 0.0874
AND-OR/OR-AND | 7 | 7 | 0.106
XOR/XNOR | 1 | 1 | 0.0161
AND/OR/NAND/NOR | 10 | 10 | 0.101
flip-flops | 15 | 15 | 0.552
==> power breakdown <==
group / switching (mW) / total [mW] / internal (mW)
logic: 0.0994 / 0.345 / 0.245
clock network: 0.103 / 0.194 / 0.0909
registers: 0.125 / 0.612 / 0.487
total: 0.327 / 1.15 / 0.824
==> layout make-up <==
cell class                      count  area [sq um]
Tap cell                           46          57.6
Clock buffer                        4          26.3
Timing Repair Buffer               11           110
Sequential cell                    15           300
Multi-Input combinational cell     25           196
Fill cell                         379          2730
==> placed cells by master, fill, tap and decap left out, drive strengths merged <==
cell type      instances
a2111oi                1
a21oi                  2
a221o                  1
and2                   1
clkbuf                 4
clkdlybuf4s50         11
dfxtp                 15
mux2                   4
mux2i                  3
nand2                  2
nor2                   3
nor3                   1
nor3b                  2
o21ai                  1
o21bai                 1
o22ai                  1
or2                    1
xor2                   1
==> worst max path at each step <==
stage / start / to / cells after the start
4_1_cts: sipo1.u3.q / out[2] / 1
6_report: sipo1.u1.q / out[4] / 1
5_1_grt: sipo1.u2.q / out[3] / 1
Power and IR drop assume default switching activity.
